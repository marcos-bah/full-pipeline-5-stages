### ./design.v
module alu_decoder(
    input [1:0] ALUOp,
    input [2:0] funct3,
    input funct7b5, opb5,
    output reg [3:0] ALUControl
);
wire   RtypeSub;
assign RtypeSub = funct7b5 & opb5;
always@(*) begin
    case(ALUOp)  
      2'b00: ALUControl = 4'b0000;  
      2'b01: ALUControl = 4'b0001;  
      2'b10:
      case(funct3) 
        3'b000:    
        if (RtypeSub) ALUControl = 4'b0001;  
        else ALUControl = 4'b0000;  
        3'b001: ALUControl = 4'b1010;  
        3'b010: ALUControl = 4'b0101;  
        3'b110: ALUControl = 4'b0011;  
        3'b111: ALUControl = 4'b0010;  
        default: ALUControl = 4'bxxx; 
      endcase
      default: ALUControl = 4'bxxxx;
    endcase
end
endmodule
### ./run.sh
#!/bin/bash
# OpenROAD 26Q1-2900-gdf79404cd8, Yosys 0.63+post, stock flow scripts
make -C /OpenROAD-flow-scripts/flow DESIGN_CONFIG=/design/flow/config.mk WORK_HOME=/design/flow/orfs finish
### ./config.mk
export PLATFORM = sky130hd
export DESIGN_NAME = alu_decoder
export DESIGN_NICKNAME = alu_decoder
export VERILOG_FILES = /design/flow/design.v
export SDC_FILE = /design/flow/constraint.sdc
export NUM_CORES = 4
export LEC_CHECK = 1
export CORE_AREA = 10 10 70 70
export DIE_AREA = 0 0 80 80
### ./constraint.sdc
current_design alu_decoder

set clk_period 1.4
set clk_io_pct 0.2

create_clock -name clk0 -period $clk_period

set non_clock_inputs [all_inputs -no_clocks]
set_input_delay [expr $clk_period * $clk_io_pct] -clock clk0 $non_clock_inputs
set_output_delay [expr $clk_period * $clk_io_pct] -clock clk0 [all_outputs]
==> job_summary.md <==
## Implementation flow summary

| Metric | Value |
|---|---|
| Status | finished with violations |
| Failing checks | negative setup slack |
| Antenna Cells | 0 |
| Slew headroom | 86.9% |
| Critical path type | input port to output pin |
| DR vias/cell | 2.14 |
| Ports | 11 |
| Synth top cells by count | inv_1, a31oi_1, ha_1, nand2b_1 |
| DRC errors left | 0 |
| CP Max Fanout | 3 |
| Post-synth top area cell | ha_1 |
| CORE AREA | roughly 3400 µm² |
| Adder Area Share | 24.1% |
| Crit start category | input port |
| Logic pwr share | 100.0% |
| Layout fillers | 397 |
| Pre-CTS WS | -0.949 ns |
| Clock buf count | 0 |
| Ranking of synthesized cells by area | ha_1, inv_1, a31oi_1 |
| Largest net degree at the start of global routing | 5 |
| Yosys chip area | 104 µm² |
| Metal2 WL | between 200 and 250 µm |
| Final min period | 1.47 ns |
| Global route total overflow | 0 |
| FF/Latch Area | 0 µm² |
| Crit path DRT | 1.12 ns |
| RSZ-0062 raised after global routing | yes |
| DR iter-0 viols | 0 |
| Tool Warnings | 35 |
| MUX area fraction | 0% |
| Sw Share | about two fifths |
| Dominant cell area share | 24.1% |
| Pins over their slew limit | 0 |
| Final GP Congestion | 0.799 |
| Chip area | roughly 6400 µm² |
| Switching power | 29.3 µW |
| Leak | 0.000148 µW |
| Initial antenna violation count | 0 |
| Sequential Power Share | 0% |
| Hold Path Class | input port to output pin |
| Aoi share | 27.7% |
| Sequential area share after synthesis | 0% |
| Met3 Routed Length | ~90 µm |
| Achievable Freq | 0.680 GHz |
| Final setup vio count | 1 |
| Routed WL | 532 µm |
| Max layer used | met3 |
| Tightest Pin Transition | 0.195 ns |
| Hold buffer count at cts | 0 |
| Combinational Area | 150 µm² |
| Die y size | 80 µm |
| Syn Area/Cell | 6.49 µm² |
| Clk pwr share | 0% |
| Post-route ant nets | 0 |
| Yosys Instances | 16 |
| Layout cells sized above 1 | 71.0% |
| DR pass1 iterations | 1 |
| Met1 WL | 228 µm |
| Critical Path AT | 1.19 ns |
| Cell Type Count | 10 |
| Synthesized instance count | 16 |
| DR vias | 165 |
| Cycle use final | 105% |
| Main logic family | simple AND/OR/NAND/NOR gates |
| Synth Area in Simple Gates | 33.7% |
| Setup crit end kind | output pin |
| Initial Util | under 10% |
| Synth warnings | 1 |
| Total track usage | around 1.7% |
| Global-route wire length before repair | 917 µm |
| # Max-Cap Violations | 0 |
| Setup TNS Final | -0.0696 ns |
| Final WS setup | -0.0696 ns |
| Internal power | 46.2 µW |
| Hold Fails Final Rpt | 0 |
| Synth Cell Area | 104 µm² |
| Number of global-route vias before repair | 179 |
| Port bufs | 11 |
| Xor/xnor share | 0% |
| Die width | 80 µm |
| Area grow syn2layout | 229% |
| Power density over cell area | 221 nW/µm² |
| Most frequent cell after synthesis | inv_1 |
| Wirelength per Cell | 6.91 µm |
| Flop count | 0 |
| Peak supply drop | between 0.00002 and 0.00003 V |
| Num rows | 21 |
[cells in the final DEF, fill, tap and decap left out, types with 2 or more instances in the layout]
master | synthesis | final
dlygate4sd2_1 | 0 | 2
clkbuf_2 | 0 | 2
buf_8 | 0 | 2
nand2b_4 | 0 | 2
buf_4 | 0 | 3
buf_2 | 0 | 5
inv_1 | 4 | 3
[per-layer routing]
| metal | vias to the layer above | global-route usage [%] |
|---|---|---|
| met3 | 0 | 1.02 |
| li1 | 86 | - |
| met5 | - | 0 |
| met2 | 9 | 2.73 |
| met4 | 0 | 0 |
| met1 | 70 | 1.98 |
[worst max-delay path, stage by stage]
cell      delay, ns
buf_8          0.10
inv_4          0.04
ha_4           0.19
nand2b_4       0.15
buf_6          0.12
nor4b_4        0.18
buf_2          0.13
[what timing repair did]
action	4_1_cts	5_1_grt
gates resized	42	8
setup buffers	2	1
pin swaps	6	3
hold endpoints to repair	0	0
endpoints found under the setup margin	4	4
[layout make-up]
class                      count  share of cell area (%)
multi-input combinational     12                    44.0
timing repair buffer          15                    34.1
tap                           46                    16.8
inverter                       4                    5.13
[power by group through the flow]
stage / Clock (µW) / Sequential [µW] / Combinational [µW]
CTS: 0 / 0 / 71.5
global route: 0 / 0 / 83.4
finish: 0 / 0 / 75.5
[worst paths after layout]
check | startpoint | end | slack (ns) | cells past startpoint
max | ALUOp[0] | ALUControl[2] | -0.07 | 7
min | funct3[2] | ALUControl[2] | 0.84 | 3
[stage by stage]
step                      power [µW]  utilization [%]  hold WS [ns]  instances  instance area [µm²]
after floorplan                 15.3                -         0.574         16                  104
after global placement          52.1             8.17          1.52         74                  279
after detailed placement        52.3             8.17          1.52         74                  279
after CTS                       71.5             9.74         0.817         76                  333
after global routing            83.4             10.0         0.868         77                  342
final                           75.5             10.0         0.844         77                  342
[cell families (layout without fill, tap and decap cells)]
kind of cell,after synthesis,after routing
AOI/OAI and AO/OA,4,4
and+or+nand+nor,6,6
adders and majority gates,2,2
buffers and inverters,4,19
Power is estimated from default activity; no workload was simulated.
